**flow/config.mk**
```make
export PLATFORM = sky130hd
export DESIGN_NAME = Digital_Equalizer
export DESIGN_NICKNAME = Digital_Equalizer
export VERILOG_FILES = /design/flow/design.v
export SDC_FILE = /design/flow/constraint.sdc
export NUM_CORES = 4
export LEC_CHECK = 1
export CORE_UTILIZATION = 30
```
**flow/constraint.sdc**
```tcl
current_design Digital_Equalizer

set clk_period 8.4
set clk_io_pct 0.2

create_clock -name clk0 -period $clk_period [get_ports {clk}]
create_clock -name clk1 -period $clk_period [get_ports {clk_for_fir}]

set non_clock_inputs [all_inputs -no_clocks]
set_input_delay [expr $clk_period * $clk_io_pct] -clock clk0 $non_clock_inputs
set_output_delay [expr $clk_period * $clk_io_pct] -clock clk0 [all_outputs]
```
**flow/design.v**
```verilog
module add_data(clk,rst_n,data_in,data_out);
	input clk;
	input rst_n;
	input signed [127:0] data_in;
	output reg signed [20:0] data_out;
	always @(posedge clk or negedge rst_n) begin
		if(~rst_n) begin
			data_out<=0;
		end
		else begin
			data_out <= data_in[15:0] + data_in[31:16] + data_in[47:32] + 
			data_in[63:48] + data_in[79:64] + data_in[95:80] + 
			data_in[111:96] + data_in[127:112];
		end
	end
endmodule
module Digital_Equalizer(
	clk,
	clk_for_fir,
	rst_n,
	fir_ready,
	in,
	gain,
	out,
	);
	input clk;
	input clk_for_fir;
	input rst_n;
	input fir_ready;
	input signed [15:0] in;
	input signed [39:0] gain;
	output signed [15:0] out;
	wire signed [239:0] tap_f1,tap_f2,tap_f3,tap_f4,tap_f5,tap_f6,tap_f7,tap_f8;
	wire signed [31:0] fir_out1,fir_out2,fir_out3,fir_out4,fir_out5,fir_out6,fir_out7,fir_out8;
	wire signed [20:0] gain_out1,gain_out2,gain_out3,gain_out4,gain_out5,gain_out6,gain_out7,gain_out8;
	assign	tap_f1=240'b000000010101001100000010000101100000010000111000000001110100111100001010101111110000110111011010000100000000001000010000110010000001000000000101000011011101111100001010110001010000011101010101000001000011110100000010000110000000000101010011;
	assign	tap_f2=240'b111111111110111011111111111011011111111111101000111111111110110111111111111111100000000000010100000000000010100000000000001100000000000000101000000000000001010011111111111111101111111111101101111111111110100011111111111011001111111111101110;
	assign	tap_f3=240'b111111110110010111111111010011101111111100011001111111110011100111111111110101000000000010111010000000011000010100000001110101100000000110000110000000001011101011111111110101001111111100111000111111110001011111111111010011011111111101100101;
	assign	tap_f4=240'b111111101111001111111110010110011111110100110110111111001110001011111110011110010000000111000100000001010001111100000110100010010000010100100000000000011100010111111110011110001111110011011111111111010011001111111110010101111111111011110011;
	assign	tap_f5=240'b000000001010101000000000000001001111110110010000111110011000101111111000101010111111111100001100000010010101001000001110011010010000100101010100111111110000101111111000101001111111100110000110111111011000110100000000000001000000000010101010;
	assign	tap_f6=240'b111111110100011100000000010101000000010000010100000000110001110011110101100011001111000010001110000001101110001000011000011100010000011011100011111100001000100011110101100001100000001100011111000001000001100100000000010101011111111101000111;
	assign	tap_f7=240'b000000001010010011111111011001111111111111010101111110111001000100010000110100001111010000001100111001111110010100101111101001011110011111100001111101000000100000010000110110011111101110001101111111111101010011111111011001100000000010100100;
	assign	tap_f8=240'b000000000000000000000000000101111111111101010010000000100110100111111010001111100000101001001000111100011010011100010000000000101111000110100111000010100100100011111010001111100000001001101001111111110101001000000000000101110000000000000000;
	fir_v2 F1 (clk_for_fir,rst_n,fir_ready,in,tap_f1,fir_out1);
	fir_v2 F2 (clk_for_fir,rst_n,fir_ready,in,tap_f2,fir_out2);
	fir_v2 F3 (clk_for_fir,rst_n,fir_ready,in,tap_f3,fir_out3);
	fir_v2 F4 (clk_for_fir,rst_n,fir_ready,in,tap_f4,fir_out4);
	fir_v2 F5 (clk_for_fir,rst_n,fir_ready,in,tap_f5,fir_out5);
	fir_v2 F6 (clk_for_fir,rst_n,fir_ready,in,tap_f6,fir_out6);
	fir_v2 F7 (clk_for_fir,rst_n,fir_ready,in,tap_f7,fir_out7);
	fir_v2 F8 (clk_for_fir,rst_n,fir_ready,in,tap_f8,fir_out8);
	slider_gain G1 (clk,rst_n,fir_out1[31:16],gain[4:0],gain_out1);
	slider_gain G2 (clk,rst_n,fir_out2[31:16],gain[9:5],gain_out2);
	slider_gain G3 (clk,rst_n,fir_out3[31:16],gain[14:10],gain_out3);
	slider_gain G4 (clk,rst_n,fir_out4[31:16],gain[19:15],gain_out4);
	slider_gain G5 (clk,rst_n,fir_out5[31:16],gain[24:20],gain_out5);
	slider_gain G6 (clk,rst_n,fir_out6[31:16],gain[29:25],gain_out6);
	slider_gain G7 (clk,rst_n,fir_out7[31:16],gain[34:30],gain_out7);
	slider_gain G8 (clk,rst_n,fir_out8[31:16],gain[39:35],gain_out8);
	add_data A (clk,rst_n,{gain_out1,gain_out2,gain_out3,gain_out4,gain_out5,gain_out6,gain_out7,gain_out8},out);
endmodule
module fir_v2(
    clk,
    rst_n,
    fir_ready,
    data_in,
    tap,
    data_out
);
    parameter k = 15;
    input clk;
    input rst_n;
    input fir_ready;
    input signed [15:0] data_in;
    input signed [239:0] tap;
    output reg signed [31:0] data_out;
    reg signed [15:0] in_buff;
    reg enable_buff, enable_fir;
    reg signed [15:0] buff [14:0];
    reg signed [15:0] mul1, mul2 ;
    reg signed [31:0] out_buff;
    reg signed [31:0] mac_buff, mac_pre;
    reg [3:0] cnt;
    integer i;
    initial begin
        cnt = 3'b000;
    end
    always @(posedge clk) begin
        if(cnt == 4'he)begin
            cnt <= 3'b000;
            enable_buff <= 1'b1;
            enable_fir <= 1'b1;
        end else begin
            cnt <= cnt + 1'b1;
            enable_buff <= 1'b0;
            enable_fir <= 1'b0;
        end
    end
    always @(posedge clk or negedge rst_n) begin
        if(~rst_n)begin
            in_buff <= 16'h0;
        end else if (fir_ready == 1'b1)begin
            in_buff <= data_in;
        end else begin
            in_buff <= 16'h0;
        end
    end
    always @(posedge clk ) begin
        if(enable_buff == 1'b1) begin
            buff [0] <= in_buff;
            for(i=1;i<k;i=i+1)begin
                buff[i] <= buff[i-1];
            end
        end else begin
            for (i = 0;i<k;i=i+1)begin
                buff[i] <= buff[i];
            end
        end
    end
    always @(cnt) begin
        if(cnt == 4'h0)begin
            mul1 = tap[239:224];
            mul2 = buff[0];
        end else if (cnt == 3'h1) begin
            mul1 = tap[223:208];
            mul2 = buff[1];
        end else if (cnt == 3'h2) begin
            mul1 = tap[207:192];
            mul2 = buff[2];
        end else if (cnt == 3'h3) begin
            mul1 = tap[191:176];
            mul2 = buff[3];
        end else if (cnt == 3'h4) begin
            mul1 = tap[175:160];
            mul2 = buff[4];
        end else if (cnt == 3'h5) begin
            mul1 = tap[159:144];
            mul2 = buff[5];
        end else if (cnt == 3'h6) begin
            mul1 = tap[143:128];
            mul2 = buff[6];
        end else if (cnt == 3'h7) begin
            mul1 = tap[127:112];
            mul2 = buff[7];
        end else if (cnt == 3'h8) begin
            mul1 = tap[111:96];
            mul2 = buff[8];
        end else if (cnt == 3'h9) begin
            mul1 = tap[95:80];
            mul2 = buff[9];
        end else if (cnt == 3'h10) begin
            mul1 = tap[79:64];
            mul2 = buff[10];
        end else if (cnt == 3'h11) begin
            mul1 = tap[63:48];
            mul2 = buff[11];
        end else if (cnt == 3'h12) begin
            mul1 = tap[47:32];
            mul2 = buff[12];
        end else if (cnt == 3'h13) begin
            mul1 = tap[31:16];
            mul2 = buff[13];
        end else if (cnt == 3'h14) begin
            mul1 = tap[15:0];
            mul2 = buff[14];
        end else begin
            mul1 = 0;
            mul2 = 0;
        end
        mac_buff = mul1*mul2 + out_buff;
    end
    always @(posedge clk) begin
        if(cnt == 3'b000)begin
            out_buff <= 0;
        end else begin
            out_buff <= mac_buff;
        end
    end
    always @(posedge clk) begin
        if(enable_fir == 1'b1)begin
            data_out <= out_buff;
        end else begin
            data_out <= data_out;
        end
    end
endmodule
module slider_gain(clk,rst_n,data_fir_in,gain,data_gain_out);
	input clk;
	input rst_n;
	input signed [15:0] data_fir_in;
	input signed [4:0] gain;
	output reg signed [20:0] data_gain_out;
	always @(posedge clk or negedge rst_n) begin
		if(~rst_n) begin
			data_gain_out <= 16'b0;
		end
		else begin
			data_gain_out <= data_fir_in * gain;
		end
	end
endmodule
```
**flow/run.sh**
```bash
#!/bin/bash
# OpenROAD 26Q1-2900-gdf79404cd8, Yosys 0.63+post, stock flow scripts
make -C /OpenROAD-flow-scripts/flow DESIGN_CONFIG=/design/flow/config.mk WORK_HOME=/design/flow/orfs finish
```
==> impl_metrics.csv <==
group,metric,value,unit
finish,instances_no_fill,18740,
synthesis,async_flop_share,11.44,%
final_timing,slew_viol_final,0,
global_routing,track_usage,15.60,%
synthesis,synthDistinctLibCells,105,
worst_setup_path,path_common_cell,"fa_1",
place,dpl_cell_area,142200,µm²
finish,layout_top_cell,"inv_1",
power,p_per_area,170.0,nW/µm²
flow_run,maxCapViolations,0,
worst_setup_path,max_stage_delay,0.55,ns
worst_setup_path,critPathTopFamily,"adder cells",
finish,stdcell_area,148800,µm²
synthesis,yosys.stat.chipArea,131000,µm²
power,p_leak,67.74,nW
worst_setup_path,worstSetupPathDepth,31,
power,combPwrFrac,39.1,%
finish,mostFrequentLayoutCells,"inv_1 (2600), fa_1 (2070), nor2_1 (1071)",
synthesis,synth_cells,12320,
power,irDropWorstVdd,1235,µV
worst_setup_path,rrSetupSlack,0.37,ns
global_routing,grt_pass1_vias,91610,
worst_setup_path,critPathCaptureType,"register",
synthesis,synth_area,131000,µm²
power,seqPwrFrac,31.9,%
detailed_routing,drt-initial-drc-count,3984,
worst_hold_path,holdCritPathClass,"register to register",
synthesis,ys_seq_share,29.58,%
cts,postCtsHoldBufs,0,
worst_setup_path,required,9.11,ns
die,rows,242,
detailed_routing,via_per_inst,4.509,
power,power.share.clock,28.9,%
die,die_h,662.9,µm
final_timing,finClkSkew,0.08448,ns
synthesis,avgSynthCellArea,10.64,µm²
final_timing,setup_viol,0,
final_timing,worst_pin_slew,0.9122,ns
cts,cts.reportedPaths.clkPinSlew,0.07,ns
final_timing,max_slew_margin,38.54,%
synthesis,edf_count,994,
place,dpl.hpwl,250600,µm
die,core_area,434500,µm²
global_routing,antenna_found_initial,34,
worst_setup_path,crit_slowest_cell,"fa_1",
die,dieWidth,662.9,µm
worst_setup_path,critPathBufInv,6,
detailed_routing,drt_first_pass_iters,8,
cts,numClockSinks,1399,
detailed_routing,routed-via-count,84480,
finish,syn2layout_area_growth,13.53,%
finish,layout-drive-gt1-share,9.124,%
worst_hold_path,min_to,"F5.buff[7][5]",
place,placed_cells,18360,
power,switching_share,35.41,%
status,outcome,"complete, no violations",
flow_run,warnings,65,
global_routing,grt_remaining_overflow,0,
worst_setup_path,startpoint_type,"register",
worst_setup_path,crit_type,"register to register",
detailed_routing,drt_wl_total,313100,µm
power,p_int,16.34,mW
worst_setup_path,worstPathArrival,8.74,ns
detailed_routing,detail-route-antenna-nets,0,
die,num_io_pins,76,
cts,cts_tree,"built",
place,io_buffers,66,
worst_setup_path,worst_r2r_endpoint,"F3.out_buff[30]",
synthesis,synth_top_flop_cell,"edfxtp_1",
worst_hold_path,hold_path_depth,0,
place,routabilityCongestion,0.9468,
power,finalPower,25.30,mW
die,die_area,439500,µm²
final_timing,hold_viol_final,0,
final_timing,holdWs,0.3969,ns
global_routing,grt_start_max_net_pins,123,
detailed_routing,wl_per_cell,16.71,µm
synthesis,ys_ff,1399,
die,initCoreUtil,30.16,%
worst_setup_path,r2r_start,"F3.cnt[0]",
synthesis,ys_cells,12320,
global_routing,grt_pass1_wl,513900,µm
power,switching_power,8.957,mW
worst_setup_path,reg2regPathDepth,31,
detailed_routing,drc,0,
worst_setup_path,crit_fanout,7,
synthesis,ys_warn_count,13,
worst_hold_path,worstHoldStart,"F5.buff[6][5]",
## kinds of logic after synthesis
family | count (synthesis) | synth area share (%)
AND-OR/OR-AND | 1449 | 7.532
flip-flops | 1399 | 29.58
adder cells (fa/ha/maj) | 3006 | 40.62
XOR/XNOR | 342 | 2.307
AND/OR/NAND/NOR | 3123 | 11.10
buffers and inverters | 2959 | 8.535
multiplexers | 43 | 0.3370
## area by class of cell
class / count / area [µm²]
repair buffers: 703 / 5670
well taps: 5734 / 7174
diodes: 35 / 87.58
clock inverters: 91 / 1015
flip-flops and latches: 1399 / 38800
fillers: 42780 / 285700
inverters: 2603 / 9771
multi-input cells: 7963 / 81840
clock buffers: 207 / 4431
## power groups by stage
stage     registers (mW)  clock network [mW]  logic (mW)
6_report            8.08                7.31        9.90
4_1_cts             8.10                7.54        10.1
5_1_grt             8.12                7.79        11.4
## worst max path at each step
stage / startpoint / end / slack [ns]
global route: F8.cnt[2] / F8.out_buff[28] / -0.02
finish: F3.cnt[0] / F3.out_buff[30] / 0.37
CTS: F4.cnt[0] / F4.out_buff[31] / 0.01
## registers in the layout (all words and copies together) (netlist names), 18 cells and up
name	flops
F7.buff	128
F2.out_buff	18
F3.buff	128
F3.out_buff	32
G4.data_gain_out	21
F2.buff	128
F8.out_buff	32
F5.out_buff	32
F5.buff	128
G6.data_gain_out	21
F6.out_buff	32
F6.buff	128
G7.data_gain_out	21
G3.data_gain_out	21
G8.data_gain_out	21
G5.data_gain_out	21
F4.buff	128
F4.out_buff	32
F8.buff	128
F7.out_buff	32
## routing by layer
metal	vias to the layer above	track usage, %	routed length (µm)	part of all wire, %
met5	-	0	105	0.034
met4	18	4.095	11480	3.7
met3	487	6.092	28880	9.2
met2	2300	23.91	142900	46
met1	41470	21.42	129700	41
li1	40200	-	-	-
## timing repair
item	in CTS	in global routing
endpoints found under the setup margin	0	63
setup buffers	0	39
gates resized	0	213
## cells in the mapped netlist (118+ instances only)
cell type	instances	area, µm²
fa_1	2080	41640
clkbuf_1	242	908.4
nand2b_1	193	1207
ha_1	926	11590
and2_1	397	2484
nand2_1	897	3367
o21ai_0	219	1096
dfxtp_1	245	4905
xnor2_1	251	2198
a21o_1	118	885.9
inv_1	2602	9767
a21oi_1	354	1772
nor2_1	1084	4069
nor3_1	138	690.7
dfrtp_1	160	4004
edfxtp_1	994	29850
## through the flow
step | setup slack, ns | setup TNS (ns) | util [%]
finish | 0.3705 | 0 | 34.24
global route | -0.02309 | -0.1360 | 34.23
CTS | 0.01237 | 0 | 33.97
detailed placement | 0.09524 | 0 | 32.72
global placement | 0.1164 | 0 | 32.72
floorplan | 0.4539 | 0 | -
Power and IR drop assume default switching activity.
